[config.mk]
export PLATFORM = sky130hd
export DESIGN_NAME = uart_buffer
export DESIGN_NICKNAME = uart_buffer
export VERILOG_FILES = /design/flow/design.v
export SDC_FILE = /design/flow/constraint.sdc
export NUM_CORES = 4
export LEC_CHECK = 1
export CORE_UTILIZATION = 40
[run.sh]
#!/bin/bash
# OpenROAD 26Q1-2900-gdf79404cd8, Yosys 0.63+post, stock flow scripts
make -C /OpenROAD-flow-scripts/flow DESIGN_CONFIG=/design/flow/config.mk WORK_HOME=/design/flow/orfs finish
[design.v]
`timescale 1ns / 1ps
module uart_buffer (
    input clk, rst,
    input wire ready,
    input wire [7:0] sim_uart_char,
    input wire sim_uart_char_valid,
    output wire busy,
    output reg send,
    output reg [7:0] datao
);
    localparam SIZE = 256;
    reg[7:0] buffer[0:SIZE-1];
    reg [8:0] head;
    reg [8:0] tail;
    reg full;
    wire [8:0] next_tail = (tail == SIZE-1)? 0 : tail+1;
    wire update_head = ready && (head != tail || full);
    wire [8:0] next_head = update_head ? 
                           head == SIZE-1 ? 0 : head+1 
                           : head;
    assign busy = full;
    always@(posedge clk) begin
        if(rst) begin
            head <= 0;
            tail <= 0; 
            full <= 0;
        end else begin
            if (update_head) begin
                datao <= buffer[head];
                send <= 1'b1;
                head <= (head == SIZE-1)? 0 : head+1;
                full <= 0;
            end
            if (sim_uart_char_valid) begin
                buffer[tail] <= sim_uart_char;
                tail <= next_tail;
                full <= next_tail == next_head;
            end
            if (send == 1'b1) begin
                send <= 1'b0;
            end 
        end
    end
endmodule
[constraint.sdc]
current_design uart_buffer

set clk_period 31.5
set clk_io_pct 0.2

create_clock -name clk0 -period $clk_period [get_ports {clk}]

set non_clock_inputs [all_inputs -no_clocks]
set_input_delay [expr $clk_period * $clk_io_pct] -clock clk0 $non_clock_inputs
set_output_delay [expr $clk_period * $clk_io_pct] -clock clk0 [all_outputs]
==> GITHUB_STEP_SUMMARY <==
### Flow metrics

| Metric | Value |
|---|---|
| Critical path origin | `sim_uart_char_valid` |
| Row Count | `164` |
| Distinct lib cells used | `54` |
| Syn_area_per_cell | `22.8 µm²` |
| Most instantiated library cell after synthesis | `edfxtp_1` |
| Tool warning count | `29` |
| Clk Latency, worst-skew pair | `0.84 ns` |
| Layout cell share with drive strength beyond 1 | `28.1%` |
| Core area | `approximately 200000 µm²` |
| Fmax | `between 100 and 150 MHz` |
| DRT iter0 DRCs | `around 2800` |
| Vias in the first global route | `41500` |
| Power Dens Cells | `66.5 nW/µm²` |
| Final Power | `between 6 and 7 mW` |
| Yosys top cell by area | `edfxtp_1` |
| Routed Antenna Nets | `0` |
| Fp_density | `40.4%` |
| Worst VDD drop | `0.0462 mV` |
| IO Pins | `22` |
| Final setup viols | `0` |
| Synth Instances | `3541` |
| Mapped cell area | `80900 µm²` |
| Yosys warnings | `1` |
| Final hold violation count | `0` |
| MaxCap Viol Count | `0` |
| Final wirelength | `196 mm` |
| Async SR Flop Fraction | `0%` |
| Cts hold-fix bufs | `0` |
| Crit Path Max Fanout | `20` |
| Drt wl/cell | `between 30 and 40 µm` |
| Grt ovf | `0` |
| CP required | `between 30 and 40 ns` |
| Worst Setup Path Type | `input pin to flop` |
| Worst-margin pin slew | `approximately 0.89 ns` |
| IO buf count | `21` |
| H-tree depth | `4` |
| Ys cells | `3541` |
| Routed vias/inst | `5.63` |
| Worst reg2reg startpoint | `head[0]$_SDFFE_PP0N_` |
| Hold path depth | `2` |
| Clock Path Buffers | `3` |
| Relative slew slack | `40.2%` |
| Worst setup EP type | `flop` |
| Root buffer cell | `clkbuf_16` |
| Synth Flop Type | `edfxtp_1` |
| Ys flops | `2076` |
| CTS tree | `done` |
| Area Growth Syn to Fin | `12.9%` |
| Max-slew violations | `0` |
| CTS Buf Count | `roughly 200` |
| Top area cell types | `edfxtp_1, mux4_2, nor2_1` |
| # Post-CTS Setup Buffers | `0` |
| TritonCTS Sinks | `~2100` |
| Remaining DRCs | `0` |
| Unrepaired setup endpoints after global routing | `false` |
| Min-delay worst type | `flop to flop` |
| Post-synth top cells | `edfxtp_1, mux4_2, nor2_1` |
| Post-synth EDFFs | `2057` |
| Pin count of the biggest net entering global routing | `96` |
| Clock Skew | `~0.071 ns` |
| Drt first pass iters | `5` |
| Die height | `452 µm` |
| Worst hold endpoint | `tail[8]$_SDFFE_PP0P_` |
| Status | `completed` |
| Clock slew at reported path FFs | `0.06 ns` |
| Vias post-DR | `about 37000` |
| Die area | `around 200000 µm²` |
| Worst Setup Start Kind | `input pin` |
| Routability Congestion | `~0.91` |
| Reg-to-reg slack, setup | `24.89 ns` |
| Worst-case reg-to-reg path depth | `10` |
| Leak | `26.8 nW` |
| First-pass GRT wire length | `about 290 mm` |
| HP Start | `tail[8]$_SDFFE_PP0P_` |
| YS chip area | `80900 µm²` |
| DIE WIDTH | `452 µm` |
| CTS-repair resized insts | `0` |
| Synth Seq Share | `76.9%` |
| Tmin final | `8.95 ns` |
| Final TNS setup | `0 ns` |
| Fin crit share | `between 20% and 30%` |
| Global-route usage over all layers | `between 20 and 25%` |
| Crit path arrival time | `about 9.4 ns` |
| Initial antenna violation count | `3` |
| Final HPWL from detailed placement | `roughly 120 mm` |
| Reg-to-reg critical path endpoint | `datao[5]$_DFFE_PP_` |
| Top area contributor share | `76.4%` |
-- metrics by stage --
stage / hold slack (ns) / instances / cell area (µm²) / worst slack [ns] / util (%)
detailed placement: 0.526 / 6103 / 84300 / 21.80 / 42.1
floorplan: 0.437 / 3541 / 80900 / 23.55 / -
CTS: 0.536 / 6489 / 91300 / 22.69 / 45.6
finish: 0.543 / 6492 / 91300 / 22.55 / 45.6
global placement: 0.523 / 6103 / 84300 / 21.83 / 42.1
global route: 0.575 / 6490 / 91300 / 22.49 / 45.6
-- layer usage --
metal	up-vias	part of all wire, %	GRT usage [%]
met5	-	0.13	0.746
met4	10	2.4	4.05
met3	276	19	18.3
met2	2456	47	30.9
met1	18600	32	26.4
li1	15200	-	-
-- flip-flops by register name, indices dropped and copies added, names as in the netlist --
register,cells
send,1
datao,8
tail,9
full,1
buffer,2048
head,9
-- where the power goes --
group | switching (mW) | internal (mW) | total (mW)
Combinational | 0.293 | 0.246 | 0.540
Clock | 1.05 | 1.43 | 2.48
Sequential | 0.00679 | 3.04 | 3.05
-- layout by cell type, fill, tap and decap left out, types with 7 or more instances in the layout --
cell             count
edfxtp_1          2057
mux4_2             649
nor2_1             292
clkbuf_16          206
buf_4               98
nand2_1             57
clkinv_1            50
mux2i_1             41
clkbuf_1            37
nand3_1             29
clkinv_2            29
bufinv_16           27
nor2b_1             17
a22oi_1             15
xor2_1              13
clkinvlp_4          13
dfxtp_1             13
clkdlybuf4s50_1     13
a21oi_1             12
a211oi_1            11
xnor2_1             11
inv_1                9
o21ai_0              9
nor3_1               8
clkbuf_8             8
clkinv_16            7
clkinv_4             7
-- area by class of cell --
| cell class | count | area, µm² |
|---|---|---|
| well taps | 2656 | 3320 |
| inverters | 10 | 37.5 |
| fillers | 16400 | 109000 |
| flip-flops and latches | 2076 | 62200 |
| clock inverters | 143 | 1660 |
| clock buffers | 243 | 5290 |
| multi-input cells | 1236 | 17700 |
| diodes | 3 | 7.51 |
| repair buffers | 125 | 1100 |
-- cell families after synthesis --
| logic type | count (synthesis) | synth area share, % |
|---|---|---|
| AND-OR/OR-AND | 79 | 0.675 |
| XOR/XNOR | 24 | 0.260 |
| adder cells (fa/ha/maj) | 5 | 0.0774 |
| buffers and inverters | 229 | 1.25 |
| flip-flops | 2076 | 76.9 |
| multiplexers | 692 | 18.6 |
| AND/OR/NAND/NOR | 436 | 2.26 |
-- worst max-delay path by stage --
stage,slack [ns],to,cells past startpoint
final,22.55,buffer[116][2]$_DFFE_PP_,6
after global routing,22.49,buffer[68][3]$_DFFE_PP_,6
after CTS,22.69,buffer[116][6]$_DFFE_PP_,6
-- critical path, stage by stage --
cell,delay [ns]
clkdlybuf4s50_1,0.81
nor2b_1,0.20
buf_4,0.27
nand3_1,0.71
buf_4,0.52
nor2_1,0.60
No activity file was given, so power comes from the tool's default toggle rates.
