--- design/flow/config.mk ---
export PLATFORM = sky130hd
export DESIGN_NAME = debug_ctrl
export DESIGN_NICKNAME = debug_ctrl
export VERILOG_FILES = /design/flow/design.v
export SDC_FILE = /design/flow/constraint.sdc
export NUM_CORES = 4
export LEC_CHECK = 1
export CORE_UTILIZATION = 30
--- design/flow/constraint.sdc ---
current_design debug_ctrl

set clk_period 12.4
set clk_io_pct 0.2

create_clock -name clk0 -period $clk_period [get_ports {clk}]

set non_clock_inputs [all_inputs -no_clocks]
set_input_delay [expr $clk_period * $clk_io_pct] -clock clk0 $non_clock_inputs
set_output_delay [expr $clk_period * $clk_io_pct] -clock clk0 [all_outputs]
--- design/flow/design.v ---
`timescale 1ns / 1ps
module debug_ctrl (
    input clk, rst,
    input debug_clk,
    input wire en,
    input wire [31:0] debug_data,
    input wire [31:0] I0,
    input wire [31:0] I1,
    input wire [31:0] I2,
    input wire [31:0] I3,
    input wire uart_busy,
    output wire [4:0] debug_addr,
    output wire [7:0] sim_uart_char,
    output wire sim_uart_char_valid
);
    localparam STR_X = "x";
    localparam STR_PC = "WB_PC  ";
    localparam STR_INST = "WB_INST";
    localparam STR_CUST0 = "CUSTOM0"; 
    localparam STR_CUST1 = "CUSTOM1";
    localparam STR_COLON = "=0x";
    localparam BEAT_REG = 15;  
    localparam NUM_REG = 32; 
    localparam BEAT_CUST = 19;   
    localparam NUM_CUST_SIG = 3;  
    wire [31:0] cust_sig_list [0:31];
    assign cust_sig_list[0] = I0;
    assign cust_sig_list[1] = I1;
    assign cust_sig_list[2] = I2;
    assign cust_sig_list[3] = I3;
    wire[55:0] cust_name_list [0:31];
    assign cust_name_list[0] = "CDB_PC ";
    assign cust_name_list[1] = "CDB_DAT";
    assign cust_name_list[2] = "CLK_CNT";
    assign cust_name_list[3] = "MEMDATA";
    reg[4:0] cust_counter;   
    localparam CNT_REG = NUM_REG-1;
    localparam CNT_CUST = NUM_CUST_SIG - 1;
    localparam LINE_SZ = 4;
    localparam sIDLE = 2'b00;
    localparam sREG = 2'b01;   
    localparam sCUST = 2'b10;  
    wire[7:0] ascii_char [0:7];  
    wire[63:0] ascii_buffer;
    wire[20*8-1:0] str_buffer;  
    wire[7:0] char_array [0:BEAT_CUST];
    reg[1:0] state;
    reg[4:0] reg_counter;
    reg[4:0] beat_counter;
    reg[3:0] line_counter;
    reg start;  
    reg done;   
    wire reg_cnt_full = reg_counter == CNT_REG;
    wire reg_beat_full = beat_counter == BEAT_REG;
    wire cust_cnt_full = cust_counter == CNT_CUST;
    wire cust_beat_full = beat_counter == BEAT_CUST;
    wire reg_beat_done = reg_beat_full && sim_uart_char_valid;
    wire cust_beat_done = cust_beat_full && sim_uart_char_valid;
    wire reg_trans_done = reg_cnt_full && reg_beat_done;
    wire cust_trans_done = cust_cnt_full && cust_beat_done;
    always@(posedge clk) begin
        if(rst) begin
            start <= 0;
            done <= 0;
        end else begin
            if (debug_clk && done==0 && en) begin
                start <= 1;
                done <= 1;
            end else if (done==1) begin
                start <= 0;
                done <= debug_clk ? done : 0;
            end
        end
    end
    always@(posedge clk) begin
        if(rst) begin
            state <= sIDLE;
        end else begin
            if (start) begin 
                if(state == sIDLE)begin
                    state <= sREG;
                end      
            end else begin
                case(state)
                    sREG: begin
                        state <= reg_trans_done ? sCUST : state;
                    end
                    sCUST: begin
                        state <= cust_trans_done ? sIDLE : state; 
                    end
                    default: begin
                        state <= state;
                    end
                endcase 
            end
        end
    end
    always@(posedge clk) begin
        if(rst) begin
            reg_counter <= 5'd1;
            beat_counter <= 5'd0;
            cust_counter <= 0;
            line_counter <= 0;
        end else begin 
            case(state)
                sREG: begin
                    reg_counter <= reg_beat_done ? 
                                   reg_cnt_full ? 5'd1 : reg_counter + 1 
                                   : reg_counter;
                    beat_counter <= reg_beat_done ? 0 :
                                   uart_busy ? beat_counter : beat_counter + 1;
                    line_counter <= reg_beat_done ? 
                                    line_counter == LINE_SZ - 1 ? 0 : line_counter + 1
                                    : line_counter;
                end 
                sCUST: begin
                    cust_counter <= cust_beat_done ? 
                                  cust_cnt_full ? 0 : cust_counter + 1 
                                  : cust_counter;
                    beat_counter <= cust_beat_done ? 0 :
                                   uart_busy ? beat_counter : beat_counter + 1;
                    line_counter <= cust_beat_done ? 
                                    line_counter == LINE_SZ - 1 ? 0 : line_counter + 1 : 
                                    cust_cnt_full ? 0 : line_counter;
                end
                default: begin
                    reg_counter <= 5'd1;
                    beat_counter <= 5'd0;
                    cust_counter <= 0;
                    line_counter <= 0;
                end
            endcase
        end
    end
    assign debug_addr = reg_counter;
    wire[31:0] sig_cust = cust_sig_list[cust_counter];  
    wire[31:0] debug_sig = state == sREG ? debug_data :
                           state == sCUST ? sig_cust : 0;
    wire[23:0] reg_name = {STR_X, num2str_dec(reg_counter)};   
    wire[55:0] cust_name = cust_name_list[cust_counter];       
    genvar i;
    generate for(i = 0; i < 8; i = i + 1)
    	begin : ascii_enc
    		assign ascii_char[i] = { num2str_hex(debug_sig[4*i+3 : 4*i]) };
    	end
    endgenerate
    wire [15:0] split = line_counter == LINE_SZ - 1 || cust_cnt_full ? {"\n",8'h0d} : {"  "};
    assign ascii_buffer = {ascii_char[7],ascii_char[6],ascii_char[5],ascii_char[4],
                           ascii_char[3],ascii_char[2],ascii_char[1],ascii_char[0]};
    assign str_buffer = state == sREG ? {reg_name, STR_COLON, ascii_buffer, split, 32'd0}:
                        state == sCUST  ? {cust_name, STR_COLON, ascii_buffer, split} : 0;
    generate for(i = 0; i < 20; i = i + 1)
    	begin : buffer2array
    		assign char_array[i] = str_buffer[(BEAT_CUST-i)*8+7:(BEAT_CUST-i)*8];
    	end
    endgenerate
    assign sim_uart_char = char_array[beat_counter];
    assign sim_uart_char_valid = (state != sIDLE) & (~uart_busy);
    function [7:0] num2str_hex;
		input [3:0] number;
		begin
			if (number < 10)
				num2str_hex = "0" + number;
			else
				num2str_hex = "A" - 10 + number;
		end
	endfunction
    function [15:0] num2str_dec;
		input [5:0] number;
		begin
			if (number < 10)
				num2str_dec = {"0","0" + number};
            else if (number < 20)
                num2str_dec = {"1","0" + (number - 5'd10)};
            else if (number < 30)
                num2str_dec = {"2","0" + (number - 5'd20)};
			else
				num2str_dec = {"3","0" + (number - 5'd30)};
		end
	endfunction
endmodule
--- design/flow/run.sh ---
#!/bin/bash
# OpenROAD 26Q1-2900-gdf79404cd8, Yosys 0.63+post, stock flow scripts
make -C /OpenROAD-flow-scripts/flow DESIGN_CONFIG=/design/flow/config.mk WORK_HOME=/design/flow/orfs finish
==> flow_summary_export.csv <==
group,metric,value,unit
timing,period_needed,8.58,ns
cells_and_area,num-fill-cells,1743,
floorplan,fp-utilization,0.310,
place,placed_area,7120,µm²
yosys,area_leaders,"dfxtp_1 8.9%, ha_1 7.0%, nand2_1 5.6%",
routing,drc_errors,0,
clock_tree,cts_max_level,1,
routing,routed_wl,24.2,mm
yosys,async_reset_ff_frac,0,
cells_and_area,drive_gt1_frac,0.0488,
yosys,synth_flops,23,
routing,ant_nets,0,
timing,maxSlewViolCount,0,
yosys,ff_type,"dfxtp_1",
routing,first_iter_violations,714,
power_and_ir_drop,power_leakage,2.31,nW
floorplan,rows,47,
yosys,synth_seq_share,0.0887,
flow_run,warnings,35,
timing,tns,0,ns
critical_path,end_kind,"output port",
run_status,status,"complete, no violations",
timing,hold_violations,0,
yosys,synth_cell_types,77,
yosys,synthXorXnorAreaFrac,0.0304,
floorplan,core_area,16800,µm²
critical_path,crit_start,"I2[16]",
global_route,grt_usage,0.271,
cells_and_area,fin_area,7190,µm²
cells_and_area,synthToLayoutAreaGrowth,38.6,%
global_route,grt_max_degree,54,
yosys,top_cell,"nand2_1",
timing,worstMarginPinSlew,0.875,ns
yosys,synthCells,770,
yosys,ys_sh_mux,0.00386,
yosys,synth-simple-area-share,0.310,
critical_path,cp.required,9.92,ns
global_route,first_global_vias,6718,
yosys,synth_area,5190,µm²
critical_path,path_max_fanout,3,
clock_tree,cts_tree,"yes",
timing,max_freq,0.117,GHz
yosys,yosys_area,5190,µm²
timing,whs,0.427,ns
yosys,ys_cells,770,
clock_tree,ctsHoldBuffers,0,
floorplan,ioPinCount,179,
place,numPortBuffers,177,
critical_path,r2r_start,"beat_counter[4]",
power_and_ir_drop,ir_drop,0.0661,mV
place,gp_congestion,1.02,
yosys,top_logic_kind,"AND-OR/OR-AND gates",
clock_tree,clk_latency,0.26,ns
floorplan,die_x,134,µm
yosys,top_cells_by_count,"77 x nand2_1, 54 x nor2_1, 53 x a21oi_1, 52 x clkbuf_1, 50 x o21ai_0",
yosys,synth-edff-count,0,
routing,vias_per_cell,6.25,
global_route,antenna_found_initial,0,
timing,maxSlewHeadroom,0.409,
worst_hold_path,min_from,"done",
yosys,yosysTopAreaCell,"dfxtp_1",
routing,num_vias,7010,
timing,fin_skew,0.00380,ns
clock_tree,ctsResizeCount,0,
clock_tree,cts_inserted_buffers,3,
place,dp_hpwl,18.7,mm
cells_and_area,utilization,0.429,
routing,antenna_cells,0,
routing,post_drt_wl_per_cell,21.5,µm
global_route,grt_pass1_wl,37.6,mm
global_route,grt-ovfl-total,0,
floorplan,dieHeight,134,µm
yosys,synth.top_cell.area_share,0.0887,
power_and_ir_drop,power_density,64.5,nW/µm²
yosys,synthAdderAreaFrac,0.0699,
critical_path,crit_type,"in -> out",
clock_tree,numClockSinks,23,
timing,setup-violations-final,0,
clock_tree,cts_setup_buffers,0,
yosys,synth_area_per_cell,6.74,µm²
clock_tree,clk_pin_slew,0.06,ns
yosys,yosysWarnings,2465,
power_and_ir_drop,p_total,464,µW
clock_tree,clk_path_buf_depth,2,
critical_path,arrival,6.10,ns
worst_hold_path,hold_path_class,"reg -> reg",
clock_tree,clockRootBuffer,"clkbuf_16",
timing,min_period_over_period,0.692,
yosys,synthAoiAreaFrac,0.424,
flow_run,max-cap-violations,0,
critical_path,startpoint_type,"input port",
floorplan,chipArea,17800,µm²
routing,dr.pass1.iters,9,
timing,rsz0062_at_grt,"false",
## worst max-delay path, cell delays in order
cell and delay (ns):
clkdlybuf4s50_1 0.46, a221oi_1 0.07, a221oi_1 0.68, inv_1 0.13, ha_1 0.24, nor2b_1 0.13
and4_1 0.20, or4_1 0.39, or4_4 0.43, o41ai_2 0.33, a221oi_1 0.14, clkdlybuf4s50_1 0.44
## cell families after synthesis
logic type	after synthesis
other	1
and+or+nand+nor	300
adders and majority gates	29
buffers and inverters	91
xor gates and xnor gates	18
AOI/OAI and AO/OA	306
muxes	2
DFF	23
## cells in the final DEF, fill, tap and decap left out, types with 5 or more instances in the layout
cell             Yosys  final
a211oi_1             7      7
inv_1               22     22
o31ai_1              7      7
o2111ai_1            5      5
a311o_1              7      7
o22ai_1             19     19
nand4_1             10     10
nor4_1              16     16
nand2_1             77     77
nor3_1              13     13
xor2_1               7      7
a222oi_1            25     25
clkdlybuf4s50_1      0    177
xnor2_1             11     11
a31oi_1             21     21
a221oi_1            10     10
a21o_1               8      8
a311oi_1            12     12
o21ai_0             50     50
buf_4                1     18
and2_1              15     15
and3_1              12     12
a21oi_1             53     53
or3_1               12     12
nand2b_1             8      8
a211o_1              8      8
a22oi_1             16     16
nor2_1              54     54
or4_1                5      5
nor4b_1              6      5
ha_1                29     28
nand4b_1             6      6
dfxtp_1             23     23
nand3_1             30     30
nor4bb_1             7      7
nor2b_1              9      8
o211ai_1            13     13
## final timing paths
kind | cells after the start | end | slack [ns]
min reg2reg | 1 | start | 0.43
max | 12 | sim_uart_char[2] | 3.82
min | 1 | start | 0.43
max reg2reg | 7 | line_counter[3] | 9.04
## layout make-up
type,instances,area (µm²),area share
multi-input combinational,656,4380,0.609
tap,220,275,0.0383
clock buffer,4,78.8,0.0110
inverter,24,90.1,0.0125
timing repair buffer,195,1910,0.265
sequential,23,460,0.0640
## report_power, final
group | switching (mW) | total, mW | internal, mW
clock | 0.0292 | 0.0732 | 0.0440
sequential | 0.00440 | 0.0815 | 0.0771
combinational | 0.179 | 0.309 | 0.130
## per-stage QoR
stage	std cells	setup slack [ns]
after floorplan	770	5.04
after global placement	1118	3.86
after detailed placement	1118	3.86
after CTS	1122	3.86
after global routing	1122	3.60
final	1122	3.82
## sequential cells by signal (all words and copies together), names as in the netlist
name          flops
line_counter      4
cust_counter      5
state             2
start             1
done              1
reg_counter       5
beat_counter      5
## metal layers
metal  share of wire  vias up  routed length [µm]  GRT usage
li1                -     3327                   -          -
met1            0.43     3288               10500      0.377
met2            0.45      350               11000      0.438
met3           0.085       45                2050     0.0455
met4           0.026        0                 631     0.0669
met5               0        -                   0          0
No activity file was given, so power comes from the tool's default toggle rates.
